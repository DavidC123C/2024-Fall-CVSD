==> /design/flow/run.sh <==
#!/bin/bash
# OpenROAD 26Q1-2900-gdf79404cd8, Yosys 0.63+post, stock flow scripts
make -C /OpenROAD-flow-scripts/flow DESIGN_CONFIG=/design/flow/config.mk WORK_HOME=/design/flow/orfs finish
==> /design/flow/config.mk <==
export PLATFORM = sky130hd
export DESIGN_NAME = alu
export DESIGN_NICKNAME = alu
export VERILOG_FILES = /design/flow/design.v
export SDC_FILE = /design/flow/constraint.sdc
export NUM_CORES = 4
export LEC_CHECK = 1
export CORE_UTILIZATION = 50
==> /design/flow/constraint.sdc <==
current_design alu

set clk_period 11.3
set clk_io_pct 0.2

create_clock -name clk0 -period $clk_period [get_ports {i_clk}]

set non_clock_inputs [all_inputs -no_clocks]
set_input_delay [expr $clk_period * $clk_io_pct] -clock clk0 $non_clock_inputs
set_output_delay [expr $clk_period * $clk_io_pct] -clock clk0 [all_outputs]
==> /design/flow/design.v <==
module alu #(
    parameter INST_W = 4,
    parameter INT_W  = 6,
    parameter FRAC_W = 10,
    parameter DATA_W = INT_W + FRAC_W
)(
    input                      i_clk,
    input                      i_rst_n,
    input                      i_in_valid,
    output                     o_busy,
    input         [INST_W-1:0] i_inst,
    input  signed [DATA_W-1:0] i_data_a,
    input  signed [DATA_W-1:0] i_data_b,
    output                     o_out_valid,
    output        [DATA_W-1:0] o_data
);
localparam IDLE = 3'b000;
localparam INPUT = 3'b001;
localparam COMPUTE = 3'b010;
localparam TEMP = 3'b011; 
localparam OUTPUT = 3'b100;
reg o_busy_in ;
reg out_valid_in;
reg signed [DATA_W-1:0] i_A, i_B, nxt_i_A, nxt_i_B;
reg [INST_W-1:0] inst, nxt_inst;
reg signed [DATA_W-1:0] out1, nxt_out1;
reg [2:0] state, nxt_state;
reg       busy, nxt_busy;
reg       valid, nxt_valid;
reg signed [DATA_W:0] add, sub;
reg signed [2*DATA_W-1 :0] mul, nxt_mul;
reg signed [22:0] mul_part, sat_mul;
reg signed [22:0] round_mul;
reg signed  [2*DATA_W - 1:0] left, part_left;
reg [DATA_W - 1:0] revermatch; 
reg signed [DATA_W+3:0] data_acc [0:DATA_W-1], nxt_data_acc [0:DATA_W-1];
reg signed [20:0] temp_data_acc;
wire [3:0] index ;
reg flag ;
reg signed [15:0] mul_temp;
reg signed [45:0] soft_mul;
reg signed [15:0] soft_test;
reg signed [15:0] soft_neg; 
reg [15:0] val16;
reg [7:0] val8;
reg [3:0] val4;
reg [4:0] result;
assign o_data = out1;
assign index  = i_A[3:0];  
assign o_busy = o_busy_in;
assign o_out_valid = out_valid_in;
always @(*) begin
    if (state == COMPUTE) begin
        flag = 1'b1;
    end
    else flag = 1'b0;
end
always @(*) begin
    case (state)
        IDLE:begin
            nxt_state = INPUT;
        end 
        INPUT:begin
            if (i_in_valid) begin
                nxt_state = COMPUTE;
            end
            else nxt_state = state;
        end
        COMPUTE:begin
            nxt_state = TEMP;
        end
        TEMP:begin
            nxt_state = OUTPUT;
        end
        OUTPUT:begin
            nxt_state = IDLE;
        end
        default: nxt_state = state;
    endcase
end
always @(*) begin
    case (state)
        INPUT:begin
        if (i_in_valid) begin
            nxt_i_A = i_data_a;
            nxt_i_B = i_data_b;
            nxt_inst = i_inst;
        end
        else begin
            nxt_i_A = i_A;
            nxt_i_B = i_B;
            nxt_inst = inst;
        end
        end 
        default: begin
            nxt_i_A = i_A;
            nxt_i_B = i_B;
            nxt_inst = inst;
        end
    endcase
end
always @(*) begin
    if (state == OUTPUT) begin
        out_valid_in = 1'b1;  
    end
    else out_valid_in = 1'b0;  
end
always @(*) begin
    if (state == INPUT) begin
        o_busy_in = 1'b0;
    end
    else o_busy_in = 1'b1;
end
integer i;
always @(*) begin
    for(i=0;i<DATA_W;i=i+1)begin
    nxt_data_acc[i] = data_acc[i];
    end
    case (inst)
        0: begin
            add = i_A + i_B;
            nxt_out1 = (!add[DATA_W] && add[DATA_W - 1]) ? 16'b0111_1111_1111_1111 :
                      (add[DATA_W] && !add[DATA_W - 1]) ? 16'b1000_0000_0000_0000 : add[DATA_W-1:0];
        end
        1:begin
            sub = i_A - i_B;
            nxt_out1 = (!sub[DATA_W] && sub[DATA_W - 1]) ?  16'b0111_1111_1111_1111 : 
                      (sub[DATA_W] && !sub[DATA_W - 1]) ?  16'b1000_0000_0000_0000 : sub[DATA_W-1:0];
        end
        2:begin
            mul = i_A*i_B;  
            mul_part = mul[2*DATA_W-1:9]; 
            if(mul_part[0] == 1'b1)begin
                round_mul = mul_part + 1'b1;
            end
            else begin
                round_mul = mul_part ;
            end
            sat_mul = (!round_mul[22] && (round_mul[21:11]> 11'b000_0001_1111)) ? 23'b011_1111_1111_1111_1111_1111 :  
                      (round_mul[22]  && (round_mul[21:11]< 11'b111_1110_0000)) ? 23'b100_0000_0000_0000_0000_0000 : round_mul;
            if ((sat_mul == 23'b011_1111_1111_1111_1111_1111) || (sat_mul == 23'b100_0000_0000_0000_0000_0000)) begin
                nxt_out1 = sat_mul[22:7];
            end
            else nxt_out1 = sat_mul[16:1];
        end
        3:begin
            if (flag == 1'b1) begin
            temp_data_acc = data_acc[index] + i_B;
            nxt_data_acc[index] = temp_data_acc[19:0]; 
            end
            else nxt_data_acc[index] = data_acc[index];
            nxt_out1 = (!data_acc[index][DATA_W+3] && (data_acc[index][19:10]>10'b00_0001_1111))? 16'b0111_1111_1111_1111 :
                       (data_acc[index][DATA_W+3]  && (data_acc[index][19:10]<10'b11_1110_0000)) ? 16'b1000_0000_0000_0000 : data_acc[index][DATA_W-1:0];
        end
        4:begin  
            if(!i_A[DATA_W-1] &&  i_A[14:10]>=5'b00010) soft_mul = {6'b0,i_A,24'b0};  
            else if (!i_A[DATA_W-1] && i_A[15:10]>=5'b0) begin   
                    soft_mul = ((i_A<<<1'b1) + 16'b0000_1000_0000_0000)*(30'b000000_01010101010101_0101_010101);
            end
            else if (i_A[15:10] == 6'b111111) begin    
                soft_test = i_A + 16'b0000_1000_0000_0000;
                soft_mul = (soft_test)*(30'b000000_01010101010101_0101_010101);
            end
            else if (i_A[15:10] == 6'b111110) begin
                soft_neg = (i_A<<<1'b1) + 16'b0001_0100_0000_0000;
                soft_mul = soft_neg*(30'b000000_000111000111000111_000111);
            end
            else if (i_A[15:10] == 6'b111101) begin
                soft_neg = (i_A + 16'b0000_1100_0000_0000);
                soft_mul = soft_neg*(30'b000000_000111000111000111_000111);
            end
            else soft_mul = 46'b0;
            nxt_out1 = ((soft_mul != 46'b01_1111_1111_1111_1111_1111_1111_1111_1111_1111_1111_1111) || (soft_mul != 46'b10_0000_0000_0000_0000_0000_0000_0000_0000_0000_0000_0000)) && (soft_mul[23] == 1'b1)?
                      soft_mul[DATA_W+23:24] + 1'b1:
                      ((soft_mul != 46'b01_1111_1111_1111_1111_1111_1111_1111_1111_1111_1111_1111) || (soft_mul != 46'b10_0000_0000_0000_0000_0000_0000_0000_0000_0000_0000_0000)) && (soft_mul[23] == 1'b0)?
                      soft_mul[DATA_W+23:24]:soft_mul[39:24];
        end
        5:begin   
            nxt_out1 = i_A ^ i_B;
        end
        6:begin   
            nxt_out1 = i_A >>> i_B;
        end
        7:begin   
            left = {i_A,i_A};
            part_left = left << i_B;
            nxt_out1 = part_left[2*DATA_W-1:DATA_W];
        end
        8:begin   
            result[4] = (i_A[15:0] == 16'b0) ? 1 : 0;
            val16     = (result[4]) ? 16'b1111_1111_1111_1111 : i_A;
            result[3] = (val16[15:8] == 8'b0) ? 1 : 0;
            val8      = (result[3]) ? val16[7:0] : val16[15:8];
            result[2] = (val8[7:4] == 4'b0) ? 1 : 0;
            val4      = (result[2]) ? val8[3:0] : val8[7:4];
            result[1] = (val4[3:2] == 2'b0) ? 1 : 0;
            result[0] = (result[1]) ? ~val4[1] : ~val4[3];
            nxt_out1 = {11'b0,result};
        end
        9:begin   
            nxt_out1[0] = (i_A[3:0] == i_B[15:12])  ? 1'b1 : 1'b0;
            nxt_out1[1] = (i_A[4:1] == i_B[14:11])  ? 1'b1 : 1'b0;
            nxt_out1[2] = (i_A[5:2] == i_B[13:10])  ? 1'b1 : 1'b0;
            nxt_out1[3] = (i_A[6:3] == i_B[12:9])   ? 1'b1 : 1'b0;
            nxt_out1[4] = (i_A[7:4] == i_B[11:8])   ? 1'b1 : 1'b0;
            nxt_out1[5] = (i_A[8:5] == i_B[10:7])   ? 1'b1 : 1'b0;
            nxt_out1[6] = (i_A[9:6] == i_B[9:6])    ? 1'b1 : 1'b0;
            nxt_out1[7] = (i_A[10:7] == i_B[8:5])   ? 1'b1 : 1'b0;
            nxt_out1[8] = (i_A[11:8] == i_B[7:4])   ? 1'b1 : 1'b0;
            nxt_out1[9] = (i_A[12:9] == i_B[6:3])   ? 1'b1 : 1'b0;
            nxt_out1[10] = (i_A[13:10] == i_B[5:2]) ? 1'b1 : 1'b0;
            nxt_out1[11] = (i_A[14:11] == i_B[4:1]) ? 1'b1 : 1'b0;
            nxt_out1[12] = (i_A[15:12] == i_B[3:0]) ? 1'b1 : 1'b0;
            nxt_out1[15:13] = 3'b000;
            end
        default: begin 
            nxt_out1 = out1;
        end
    endcase
end
    always @(posedge i_clk or negedge i_rst_n) begin
        if (!i_rst_n) begin
            out1 <= 0;
            i_A <= 0;
            i_B <= 0;
            state <= 0;
            inst <= 0;
            for ( i=0 ;i<DATA_W ;i=i+1) begin
                data_acc[i] <= 0;
            end
        end
        else begin
            out1 <= nxt_out1;
            i_A <= nxt_i_A;
            i_B <= nxt_i_B;
            state <= nxt_state;
            inst <= nxt_inst;
            for ( i=0 ;i<DATA_W ;i=i+1) begin
                data_acc[i] <= nxt_data_acc[i];
            end
        end
    end
endmodule
==> run summary <==
Implementation progress

In the post-synthesis netlist, the biggest area contributors are sky130_fd_sc_hd__fa_1, sky130_fd_sc_hd__dfrtp_1, sky130_fd_sc_hd__ha_1, sky130_fd_sc_hd__inv_1, sky130_fd_sc_hd__a21oi_1. The tally of yosys warning messages stands at 3. Looking at the cell usage after synthesis, the top flip-flop cell is sky130_fd_sc_hd__dfrtp_1. For the worst reg-to-reg path, the startpoint reported by OpenROAD is i_B[5]$_DFFE_PN0P_.

The number of antenna violations at the first check in global routing stands at 2. The portion of the clock cycle consumed by the worst path in the final layout stands at 89.7%. Post-synthesis, Yosys gives the total cell area as approximately 48000 µm². The maximum clock frequency stands at 0.0987 GHz.

Setup repair after global routing left no endpoint under its margin. Before antenna repair, the detailed router went through 6 iterations. The relative slew slack stands at approximately 25%. Across all hold checks on the routed design, the worst slack comes to roughly 360 ps. The HPWL after detailed placement is 123000 µm. The number of global-route vias before repair is ~40000. Along the critical path, the tally of buffer and inverter instances is 5. The floorplan report gives the top-level pin count as roughly 57. By count the netlist is led by sky130_fd_sc_hd__inv_1, sky130_fd_sc_hd__ha_1, sky130_fd_sc_hd__fa_1, sky130_fd_sc_hd__nand2_1, sky130_fd_sc_hd__nor2_1.

The number of design rule violations left after detail routing stands at 0. TritonCTS created ~45 clock buffers. The ratio of routed vias to standard cells stands at between 5 and 6.

TritonCTS built the clock tree. The vertical die size stands at about 310 µm. The number of cells on the critical path stands at 26.

The count of final setup violators stands at 0. The transition time of the tightest slew-check pin stands at roughly 1100 ps. The standard-cell row count stands at approximately 110.

The tool warning count for the run is around 86. The share of synthesized area occupied by flip-flops and latches stands at between 10% and 20%. In this run the remaining antenna-violating nets after routing total 0. The register-to-register path setup slack stands at between 1000 and 1500 ps. After clock tree synthesis, the repair step resized 0 gates.

For hold timing, the worst endpoint is state[1]$_DFF_PN0_. Looking at the critical path, the highest net fanout was 13. Buffers placed on the I/O ports in this run total about 56. The initial utilization of the core area, before any placement, comes to roughly half. The delay of the slowest cell on the worst path stands at ~930 ps.

The max-capacitance violation count stands at 0. The area taken by multi-input logic gates stands at around 35000 µm². The buffers inserted during post-CTS setup optimization stands at 0. The maximum buffer depth of the clock tree stands at 3. The fraction of layout cells with a size suffix above 1 stands at 5.80%. The number of enable flip-flop cells stands at 0. Per the STA report, the cell with the highest stage delay on the worst path is sky130_fd_sc_hd__dfrtp_1. Clock latency on the worst-skew pair, taken at its later pin, is approximately 620 ps.

Averaged over all synthesized cells, the footprint is 8.89 µm². From synthesis to final layout, the design area changed by 7.41%. Summed over all routing layers, the global router reports a total usage of 36.1%. Max-slew check failures listed in the final report amount to 0. The number of cells on the worst hold path stands at 0. The core region is 95400 µm². Looking at the clock tree report, the root buffer type is sky130_fd_sc_hd__clkbuf_16. The H-tree generated during clock tree synthesis spans 2 levels. The antenna diode count stands at 0.

The total number of vias stands at 39900. Sorting the synthesis cell report by count puts at the top sky130_fd_sc_hd__inv_1. Summed over all instances, the cell type with the most area after synthesis is sky130_fd_sc_hd__fa_1. The clock transition time at the flip-flop clock pins of the worst setup and hold paths stands at approximately 60 ps. After filler insertion, the fill cell instance count of the layout stands at between 8000 and 9000. STA classifies the critical path endpoint as a flop. The data required time of the critical path stands at about 12000 ps. Endpoints failing hold in the final report were tallied at 0. In this run the critical register-to-register path is captured at out1[9]$_DFFE_PN0P_. STA reports the tightest min-delay check as being of type reg -> reg.

The total cells reported by yosys after synthesis stands at 5444. The first-pass GRT wire length stands at roughly 250000 µm. The shortest clock period the worst path allows after layout stands at just over 10000 ps. The netlist uses 112 different library cells. STA classifies the critical path startpoint as a flop.

The flip-flop and latch count after synthesis stands at ~380. Per STA, the worst path accumulates the most delay in the family adder cells. The area used by sequential logic in the layout stands at 9440 µm².

In this run the biggest area consumer among cell types represents a little over a fifth of the synthesized area. The total die size stands at between 90000 and 100000 µm². In this run, post-CTS hold repair placed 0 buffers.

In the post-route report, total wirelength is listed as 163000 µm. The congestion estimate from routability-driven global placement came to between 1 and 1.5. The run finished with clean final reports. Looking at the setup timing report, the critical path kind is reg -> reg.

Looking at hold timing, the worst path starts from state[4]$_DFF_PN0_. Per the OpenROAD floorplan log, the width of the die is 313 µm. By instance count, the cell type seen most on the critical path is sky130_fd_sc_hd__fa_1. Clock tree synthesis found a total of roughly 380 sinks. The wire length per cell after detailed routing stands at around 24 µm. The clock arrives with around 46 ps of skew. After synthesis the cells add up to just under 50000 µm². The number of DRC markers in iteration 0 stands at 2791. Synthesis produced a netlist whose cell count is around 5400. The largest net degree at the start of global routing stands at ~110. STA puts the critical path data arrival time at approximately 11000 ps.

The length in cells of the worst reg-to-reg path stands at 26. After routing, the total negative slack on setup checks comes to 0 ps. The aggregate global routing overflow stands at 0.

For this run, asynchronously set or reset flops after synthesis account for about 100%.
==> worst reg2reg max path: stages (launching register included) <==
cell	delay, ps
sky130_fd_sc_hd__dfrtp_1	930
sky130_fd_sc_hd__clkinv_1	830
sky130_fd_sc_hd__nor2_1	410
sky130_fd_sc_hd__fa_1	520
sky130_fd_sc_hd__inv_1	110
sky130_fd_sc_hd__fa_1	380
sky130_fd_sc_hd__inv_1	430
sky130_fd_sc_hd__fa_1	510
sky130_fd_sc_hd__fa_1	480
sky130_fd_sc_hd__fa_1	540
sky130_fd_sc_hd__inv_1	60
sky130_fd_sc_hd__fa_1	530
sky130_fd_sc_hd__inv_1	40
sky130_fd_sc_hd__ha_1	420
sky130_fd_sc_hd__o21ai_1	150
sky130_fd_sc_hd__o211ai_1	120
sky130_fd_sc_hd__a221oi_1	660
sky130_fd_sc_hd__o211ai_1	290
sky130_fd_sc_hd__a32oi_1	450
sky130_fd_sc_hd__nand4_1	130
sky130_fd_sc_hd__nand4bb_1	240
sky130_fd_sc_hd__nor4_1	320
sky130_fd_sc_hd__or3_1	170
sky130_fd_sc_hd__a32oi_1	130
sky130_fd_sc_hd__nor2_2	690
sky130_fd_sc_hd__o21ai_1	230
sky130_fd_sc_hd__a41oi_1	220
==> worst max-delay path by stage <==
stage | from | slack, ps | endpoint
5_1_grt | i_B[5]$_DFFE_PN0P_ | 690 | out1[9]$_DFFE_PN0P_
6_report | i_B[5]$_DFFE_PN0P_ | 1170 | out1[9]$_DFFE_PN0P_
4_1_cts | i_B[5]$_DFFE_PN0P_ | 1350 | out1[9]$_DFFE_PN0P_
==> registers in the layout (all words and copies together) (netlist names) <==
| name | count |
|---|---|
| data_acc | 320 |
| i_A | 16 |
| i_B | 16 |
| out1 | 16 |
| state | 5 |
| inst | 4 |
==> cells in the final DEF, fill, tap and decap left out, drive strengths merged, types with 29 or more instances in the layout <==
| cell type | synthesis | final |
|---|---|---|
| a211oi | 52 | 52 |
| a21o | 61 | 61 |
| a21oi | 361 | 361 |
| a221oi | 29 | 29 |
| a22oi | 79 | 79 |
| a31oi | 41 | 41 |
| and2 | 43 | 43 |
| and3 | 30 | 30 |
| buf | 41 | 131 |
| clkbuf | 221 | 67 |
| clkdlybuf4s50 | 0 | 55 |
| dfrtp | 376 | 376 |
| fa | 524 | 524 |
| ha | 632 | 632 |
| inv | 751 | 754 |
| mux2i | 55 | 55 |
| nand2 | 466 | 466 |
| nand2b | 29 | 29 |
| nand3 | 82 | 82 |
| nand4 | 57 | 57 |
| nor2 | 447 | 447 |
| nor3 | 69 | 69 |
| o211ai | 51 | 51 |
| o21ai | 366 | 366 |
| o22ai | 30 | 30 |
| xnor2 | 99 | 99 |
| xor2 | 44 | 44 |
==> cell families after synthesis <==
logic type	share of synthesized area, %
xor gates and xnor gates	2.59
muxes	1.54
and+or+nand+nor	13.0
AOI/OAI and AO/OA	17.2
adders and majority gates	38.0
DFF	19.5
buffers and inverters	8.22
==> per-stage QoR <==
stage	std cells	area, µm²	util [%]	setup slack, ps
detailed placement	6633	50500	53.0	1540
finish	6716	52000	54.5	1170
floorplan	5444	48400	-	2770
global route	6716	52000	54.5	691
global placement	6633	50500	53.0	1470
CTS	6716	52000	54.5	1350
==> layout make-up <==
class / count / area share [%]
Clock buffer: 67 / 2.50
Inverter: 764 / 5.51
Multi-Input combinational cell: 4041 / 67.5
Tap cell: 1265 / 3.04
Sequential cell: 377 / 18.1
Clock inverter: 16 / 0.318
Timing Repair Buffer: 186 / 2.99
==> per-layer routing <==
layer / GRT usage [%] / vias to the layer above / share of wire (%)
met5: 0.145 / - / 0.0080
met4: 12.3 / 2 / 4.5
met3: 13.5 / 278 / 11
met2: 50.8 / 1695 / 43
met1: 53.7 / 19400 / 42
li1: - / 18500 / -
